File: flow/run.sh
#!/bin/bash
# OpenROAD 26Q1-2900-gdf79404cd8, Yosys 0.63+post, stock flow scripts
make -C /OpenROAD-flow-scripts/flow DESIGN_CONFIG=/design/flow/config.mk WORK_HOME=/design/flow/orfs finish
File: flow/config.mk
export PLATFORM = sky130hd
export DESIGN_NAME = fpga_top
export DESIGN_NICKNAME = fpga_top
export VERILOG_FILES = /design/flow/design.v
export SDC_FILE = /design/flow/constraint.sdc
export NUM_CORES = 4
export LEC_CHECK = 1
export CORE_UTILIZATION = 30
File: flow/constraint.sdc
current_design fpga_top

set clk_period 10.7
set clk_io_pct 0.2

create_clock -name clk0 -period $clk_period [get_ports {clk}]

set non_clock_inputs [all_inputs -no_clocks]
set_input_delay [expr $clk_period * $clk_io_pct] -clock clk0 $non_clock_inputs
set_output_delay [expr $clk_period * $clk_io_pct] -clock clk0 [all_outputs]
File: flow/design.v
module fpga_top #(
    parameter DATA_WIDTH = 16,     
    parameter RAM_DEPTH  = 256
)(
    input  wire clk,
    input  wire rst,
    input  wire [DATA_WIDTH-1:0] cpu_data_in,
    input  wire [$clog2(RAM_DEPTH)-1:0] cpu_addr,
    input  wire cpu_write_en,
    input  wire cpu_read_en,
    output wire [DATA_WIDTH-1:0] cpu_data_out,
    output wire ecc_single_error,
    output wire ecc_double_error
);
    wire [DATA_WIDTH-1:0] ram_data_out;
    wire single_error, double_error;
    ecc_ram #(
        .DATA_WIDTH(DATA_WIDTH),
        .RAM_DEPTH(RAM_DEPTH)
    ) ram_inst (
        .clk(clk),
        .rst(rst),
        .data_in(cpu_data_in),
        .addr(cpu_addr),
        .write_en(cpu_write_en),
        .read_en(cpu_read_en),
        .data_out(ram_data_out),
        .single_bit_error(single_error),
        .double_bit_error(double_error)
    );
    assign cpu_data_out     = ram_data_out;
    assign ecc_single_error = single_error;
    assign ecc_double_error = double_error;
endmodule
module ecc_ram #(
    parameter DATA_WIDTH = 8,
    parameter RAM_DEPTH  = 256
)(
    input  wire clk,
    input  wire rst,
    input  wire [DATA_WIDTH-1:0] data_in,
    input  wire [$clog2(RAM_DEPTH)-1:0] addr,
    input  wire write_en,
    input  wire read_en,
    output reg [DATA_WIDTH-1:0] data_out,
    output reg single_bit_error,
    output reg double_bit_error
);
    localparam ECC_BITS = (DATA_WIDTH==8)?5:6;
    reg [DATA_WIDTH-1:0] ram_data [0:RAM_DEPTH-1];
    reg [ECC_BITS-1:0]   ram_ecc  [0:RAM_DEPTH-1];
    integer i;
    function [ECC_BITS-2:0] hamming_parity;
        input [DATA_WIDTH-1:0] data;
        integer i,j,pos;
        reg [DATA_WIDTH-1:0] tmp;
        begin
            tmp = data;
            hamming_parity = 0;
            for (j=0;j<ECC_BITS-1;j=j+1) begin
                for (i=0;i<DATA_WIDTH;i=i+1) begin
                    if (((i+1) & (1<<j)) != 0)
                        hamming_parity[j] = hamming_parity[j] ^ tmp[i];
                end
            end
        end
    endfunction
    function global_parity;
        input [DATA_WIDTH-1:0] data;
        input [ECC_BITS-2:0] parity_bits;
        integer idx;
        reg tmp;
        begin
            tmp = 0;
            for (idx=0; idx<DATA_WIDTH; idx=idx+1)
                tmp = tmp ^ data[idx];
            for (idx=0; idx<ECC_BITS-1; idx=idx+1)
                tmp = tmp ^ parity_bits[idx];
            global_parity = tmp;
        end
    endfunction
    always @(posedge clk or posedge rst) begin
        if (rst) begin
            for (i=0;i<RAM_DEPTH;i=i+1) begin
                ram_data[i] <= 0;
                ram_ecc[i]  <= 0;
            end
        end else if (write_en) begin
            reg [ECC_BITS-2:0] p;
            reg g;
            p = hamming_parity(data_in);
            g = global_parity(data_in,p);
            ram_data[addr] <= data_in;
            ram_ecc[addr]  <= {g,p};
        end
    end
    always @(posedge clk) begin
        if (read_en) begin
            reg [DATA_WIDTH-1:0] d_in;
            reg [ECC_BITS-1:0] e_in;
            reg [ECC_BITS-2:0] p_calc, p_in, syndrome;
            reg g_calc, g_in;
            integer bitpos;
            d_in = ram_data[addr];
            e_in = ram_ecc[addr];
            g_in = e_in[ECC_BITS-1];
            p_in = e_in[ECC_BITS-2:0];
            p_calc = hamming_parity(d_in);
            g_calc = global_parity(d_in,p_calc);
            syndrome = p_calc ^ p_in;
            if (syndrome==0 && g_calc==g_in) begin
                data_out <= d_in;
                single_bit_error <= 0;
                double_bit_error <= 0;
            end else if (syndrome!=0 && g_calc!=g_in) begin
                bitpos = 0;
                for (i=0;i<ECC_BITS-1;i=i+1)
                    if (syndrome[i])
                        bitpos = bitpos + (1<<i);
                if (bitpos>0 && bitpos<=DATA_WIDTH)
                    d_in[bitpos-1] = ~d_in[bitpos-1];
                data_out <= d_in;
                single_bit_error <= 1;
                double_bit_error <= 0;
            end else begin
                data_out <= d_in;
                single_bit_error <= 0;
                double_bit_error <= 1;
            end
        end
    end
endmodule
==> qor.txt <==
Buffers on Ports - 45
First-pass GRT wire length - 3860 mm
Library cell used as clock root buffer - clkbuf_16
Post-synthesis instance total - 20,000
Die Span Y - 900 um
Post-cts resize count - 14
DP HPWL - 1680 mm
Mean instance size in the synthesized netlist - 12.1 um^2
Tool Error - [ERROR GRT-0116] Global routing finished with congestion. Check the congestion regions in the DRC Viewer.
Count of warnings emitted by yosys - 3
Number of enable-type register cells in the synthesized netlist - 18
Number of buffers inserted for hold repair after clock tree synthesis - 0
Htree depth - 6
Area share of the leading cell type in the synthesized netlist - 0.556
Number of distinct standard cells referenced by the synthesized netlist - 99
Cell type with the largest total area after synthesis - dfrtp_1
Dpl cell area - 290,000 um^2
All-Layer GR Usage - 0.748
CTS Buf Count - 607
Overall die width - 900 um
Result of the run - did not finish
Largest cells by area - dfrtp_1, mux2_2, a22oi_1
Number of global-route vias before repair - 313,000
Proportion of synthesized flip-flops having asynchronous set or reset - 0.997
Maximum number of pins on one net before global-route repair - 148
Netlist Area Pre-Place - 242,000 um^2
Most used flip-flop cell - dfrtp_1
CTS Sinks - 5,394
Post-synthesis register bit count - 5,394
Post-synth seq share - 0.559
Total gr overflow - 4,995
Maximum count of clock buffers along a single path - 4
Row count - 329
Fp_density - 0.301
Synthesized chip area reported by yosys - 242,000 um^2
Yosys Instances - 20,000
Stage at which the run stopped - 5_1_grt
Post-CTS setup buffer count - 0
Post-placement cell count - 32,900
Number of ports placed on the die boundary - 46
Final weighted congestion in routability-driven placement - 1.48
==> metrics by stage <==
step	hold WS [ns]	setup WS [ns]
2_1_floorplan	0.442	-66.43
3_3_place_gp	0.468	-3.49
3_5_place_dp	0.466	-1.90
4_1_cts	0.476	0.0239
==> Yosys cell counts, types with 109 or more instances <==
library cell,instances
dfrtp_1,5376
mux2_2,4258
nand2_1,1827
clkbuf_1,1514
o21ai_0,1413
a22oi_1,1396
nand3_1,450
nor2_1,373
a22o_1,335
buf_2,280
nand4_1,271
a32oi_1,230
nor3_1,199
o22ai_1,177
a21oi_1,176
mux2i_1,150
nor4_1,143
buf_1,118
o32ai_1,109
==> kinds of logic after synthesis <==
logic type | after synthesis | synth area share
xor+xnor | 61 | 0.00268
buf+inv | 1997 | 0.0342
flops | 5394 | 0.559
mux | 4423 | 0.205
simple gates | 3750 | 0.0738
fa+ha+maj | 2 | 0.000103
compound gates | 4395 | 0.125
==> metal layers <==
metal	global-route usage	GRT overflow
met1	0.750	842
met2	0.809	1825
met3	0.717	955
met4	0.693	1281
met5	0.600	92
